**/design/flow/config.mk**
```make
export PLATFORM = sky130hd
export DESIGN_NAME = sp_ram
export DESIGN_NICKNAME = sp_ram
export VERILOG_FILES = /design/flow/design.v
export SDC_FILE = /design/flow/constraint.sdc
export NUM_CORES = 4
export LEC_CHECK = 1
export CORE_UTILIZATION = 40
export SYNTH_HDL_FRONTEND = slang
export SYNTH_MEMORY_MAX_BITS = 65536
```
**/design/flow/constraint.sdc**
```tcl
current_design sp_ram

set clk_period 1.9
set clk_io_pct 0.2

create_clock -name clk0 -period $clk_period [get_ports {clk}]

set non_clock_inputs [all_inputs -no_clocks]
set_input_delay [expr $clk_period * $clk_io_pct] -clock clk0 $non_clock_inputs
set_output_delay [expr $clk_period * $clk_io_pct] -clock clk0 [all_outputs]
```
**/design/flow/design.v**
```verilog
module sp_ram
#(
    parameter ADDR_WIDTH = 8,
    parameter DATA_WIDTH = 32,
    parameter NUM_WORDS  = 256
)(
    input  logic                    clk,
    input  logic                    rst_n,
    input  logic                    req_i,
    input  logic [ADDR_WIDTH-1:0]   addr_i,
    input  logic                    we_i,
    input  logic [DATA_WIDTH-1:0]   wdata_i,
    input  logic [DATA_WIDTH/8-1:0] be_i,
    output logic                    gnt_o,
    output logic                    rvalid_o,
    output logic [DATA_WIDTH-1:0]   rdata_o
);
    localparam words = NUM_WORDS;
    logic [DATA_WIDTH/8-1:0][7:0] mem[words];
    logic [DATA_WIDTH/8-1:0][7:0] wdata;
    logic [ADDR_WIDTH-1-$clog2(DATA_WIDTH/8):0] addr;
    integer i;
    assign addr = addr_i[ADDR_WIDTH-1:$clog2(DATA_WIDTH/8)];
    always @(posedge clk) begin
        if (rst_n && we_i) begin
            for (i = 0; i < DATA_WIDTH/8; i++) begin
                if (be_i[i])
                  mem[addr][i] <= wdata[i];
            end
        end
        rdata_o <= mem[addr];
    end
    genvar w;
    generate for(w = 0; w < DATA_WIDTH/8; w++) begin
        assign wdata[w] = wdata_i[(w+1)*8-1:w*8];
    end
    endgenerate
    always_comb 
        if(req_i)
            gnt_o = 1'b1;
        else
            gnt_o = 1'b0;
    always_ff @(posedge clk, negedge rst_n)
        if (rst_n == 1'b0)
            rvalid_o <= 1'b0;
        else
            rvalid_o <= gnt_o;
endmodule
```
**/design/flow/run.sh**
```bash
#!/bin/bash
# OpenROAD 26Q1-2900-gdf79404cd8, Yosys 0.63+post, stock flow scripts
make -C /OpenROAD-flow-scripts/flow DESIGN_CONFIG=/design/flow/config.mk WORK_HOME=/design/flow/orfs finish
```
==> impl_metrics.tcl <==
# metrics dict for downstream scripts
set metrics [dict create \
    outcome "complete, but fails checks" \
    failed_checks "negative setup slack" \
    cts_root_buf "clkbuf_16" \
    postPlaceCellArea_um2 97520 \
    timing.critical_path.arrival_ns 2.82 \
    final-max-slew-violation-count 0 \
    globalRouteTotalUtil_pct 31.76 \
    yosys_area_um2 79310 \
    max_freq_ghz 0.4811 \
    fill_cells 14870 \
    route.met2.wl_mm 126.5 \
    hold_viol_final 0 \
    pin_count_of_the_biggest_net_entering_global_routing 65 \
    power.static_leakage_uw 0.03435 \
    min_period_over_period_pct 109.4 \
    clock_sink_count 2081 \
    final_cells 8459 \
    detailed_place_hpwl_mm 198.1 \
    route.final.wire_length_mm 287.9 \
    clkSlewWorstSetupHoldPaths_ns 0.06 \
    setup-violations-final 14 \
    rsz_0062_raised_after_global_routing "true" \
    post_drt_wl_per_cell_um 34.03 \
    place_ws_ns -1.334 \
    synth-adder-area-share_pct 0 \
    slack_of_the_worst_reg_to_reg_path_ns -0.18 \
    edf_count 2048 \
    worst_hold_startpoint "wdata_i[18]" \
    synth.comb.largest_family "AND-OR/OR-AND gates" \
    area.growth.synth_to_final_pct 33.34 \
    floorplan.die_area_um2 200100 \
    area_share_of_and_or_or_and_cells_after_synthesis_pct 11.86 \
    tritoncts "done" \
    remaining_drc_errors 0 \
    htree_levels 4 \
    die-width_um 447.3 \
    grt_total_ovfl 0 \
    yosys.cell_types.count 59 \
    vias_in_the_first_global_route 52870 \
    clock_path_buffers 3 \
    ys_cells 4630 \
    element_type_at_the_critical_path_end "flop" \
    timing.slew.headroom_pct 46.07 \
    postSynthAreaPerCell_um2 17.13 \
    io_buffers 79 \
    yosys_most_used_dff "edfxtp_1" \
    worst_case_hold_slack_ns 0.02324 \
    detailedRoute.firstIterationViolations 3945 \
    drt-met1-wl_mm 90.85 \
    grt_antenna_before_repair 12 \
    worstPathMaxFanout 1 \
    criticalPathCategory "reg2reg" \
    grt_pass1_wl_mm 399.7 \
    place.gp.congestion 0.9744 \
    layout.area.seq_um2 62250 \
    num_rows 163 \
    xor_xnor_fraction_of_synth_area_pct 0 \
    ys_warn_count 0 \
    met3_length_mm 54.15 \
    cts_bufs_inserted 210 \
    synth_area_um2 79310 \
    critPathLaunchType "flop" \
    required_ns 2.64 \
    ys.flops 2081 \
    hold_class "in2reg" \
    reg2regPathDepth 7 \
    r2r_end "rdata_o[2]$_DFF_P_" \
    setup_clock_skew_after_layout_ns 0.05300 \
    initial_standard_cell_utilization_of_the_core_pct 40.21 \
    worst_slack_ns -0.1785 \
    fin_area_um2 105700 \
    route.antenna.remaining_nets 0 \
    synth.cellmix.simpleShare_pct 3.624 \
    core_um2 197200 \
    num_vias 50550 \
    max-vdd-ir-drop_v 0.0008945 \
    logic_area_um2 19020 \
    critPathLaunch "mem[7][2]$_DFFE_PP_" \
    die_height_um 447.3 \
    drv_cap 0 \
    pre_antenna_drt_iters 6 \
    layout-drive-gt1-share_pct 35.86 \
    io_pins 82 \
    max_slew.worst_pin.slew_ns 0.8090 \
    log.warning_count 31 \
    postSynth.asyncResetShare_pct 0.04805 \
    highest_metal_layer_with_signal_wires "met5" \
    synth.mux.area_fraction_pct 3.980 \
    seq_area_frac_synth_pct 78.38 \
    vias_per_cell 5.976 \
    power_density_nw_per_um2 948.5 \
    dp.cells 8026 \
    timing.critical_path.to "rdata_o[2]$_DFF_P_" \
    fin_crit_ns 2.079 \
    postSynthCellCount 4630 \
    worstReg2RegStart "mem[7][2]$_DFFE_PP_" \
    clock.latency.late_pin_ns 0.88 \
]
==> cell families after synthesis <==
family                 count (synthesis)
muxes                                245
AOI/OAI and AO/OA                   1254
buffers and inverters                369
DFF                                 2081
and+or+nand+nor                      681
==> what timing repair did <==
action	4_1_cts	5_1_grt
setup buffers	0	4
endpoints found under the hold margin	328	0
gates resized	220	92
pin swaps	28	38
cloned	0	4
hold buffers	22	0
setup endpoints to repair	75	37
==> cells in the mapped netlist (32+ instances only) <==
library cell	instances	share of area, %
a22oi_1	356	3.4
mux2_2	93	1.3
o221ai_1	38	0.42
nor2_1	406	1.9
a221oi_1	368	4.1
edfxtp_1	2048	78
buf_2	134	0.85
mux4_2	47	1.3
nand2_1	152	0.72
dfxtp_1	32	0.81
mux2i_1	105	1.3
o22ai_1	122	0.96
buf_1	43	0.20
a21oi_1	96	0.61
clkbuf_1	153	0.72
o21ai_0	124	0.78
==> sequential cells by signal, summed over array words and instances (netlist names) <==
register	flops
rvalid_o	1
rdata_o	32
mem	2048
==> cell usage in the layout, fill, tap and decap left out, types with 85 or more instances in the layout <==
cell,Yosys,final
a221oi_1,368,314
buf_12,0,424
nor2_4,0,265
a22oi_1,356,349
o21ai_0,124,93
mux2i_1,105,103
mux2_2,93,85
edfxtp_1,2048,2048
nor2_1,406,136
clkbuf_16,0,213
o22ai_1,122,115
buf_4,31,606
==> through the flow <==
step / util, % / power [uW] / TNS, ns
after floorplan: - / 54430 / -111.30
after global placement: 49.45 / 59010 / -1408.23
after detailed placement: 49.45 / 59040 / -1402.86
after CTS: 53.37 / 100500 / -0.9328
after global routing: 53.61 / 102700 / -1.614
final: 53.62 / 100300 / -1.041
==> power by group <==
part | switching, uW | internal, uW
Combinational | 4760 | 2850
Clock | 17700 | 24200
Sequential | 200 | 50600
Total | 22700 | 77600
==> worst max-delay path: stages, from the launching register on <==
cell and delay [ns]:
edfxtp_1 0.36, mux4_2 0.50, nand2_4 0.11, a21oi_2 0.06
nor4_2 0.17, buf_4 0.17, o221ai_4 0.14, or3_4 0.44
==> worst min-delay path by stage <==
stage	to	slack, ns	cells after the start
6_report	mem[61][18]$_DFFE_PP_	0.02	2
5_1_grt	mem[0][10]$_DFFE_PP_	0.02	2
4_1_cts	mem[0][10]$_DFFE_PP_	0.00009	2
==> per-layer routing <==
metal,GRT usage [%],vias to the layer above
met2,43.40,3777
met3,25.59,572
met1,37.36,24900
li1,-,21260
met4,12.51,35
met5,4.322,-
==> final cells by class <==
class | instances | share of cell area, %
antenna | 8 | 0.01893
clock buffer | 273 | 5.327
clock inverter | 125 | 1.358
inverter | 3 | 0.01893
multi-input combinational | 2182 | 17.99
sequential | 2081 | 58.87
tap | 2640 | 3.124
timing repair buffer | 1147 | 13.30
Power is estimated from default activity; no workload was simulated.
