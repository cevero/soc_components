[./design.v]
module dp_ram
(
    input  logic        clk,
    input  logic 	      rst_n,
    input  logic        port1_req_i,
    output logic        port1_gnt_o,
    output logic        port1_rvalid_o,
    input  logic [31:0] port1_addr_i,
    input  logic        port1_we_i,
    output logic [31:0] port1_rdata_o,
    input  logic [31:0] port1_wdata_i,
    input  logic        port2_req_i,
    output logic        port2_gnt_o,
    output logic        port2_rvalid_o,
    input  logic [31:0] port2_addr_i,
    input  logic        port2_we_i,
    output logic [31:0] port2_rdata_o,
    input  logic [31:0] port2_wdata_i,
    output logic [31:0] mem_flag,
    output logic [31:0] mem_result
);
    logic [31:0] mem [0:255];  
    initial begin
        for(int i = 0; i != 255; i = i + 1)
            mem[i] = 32'bX;
        $readmemb("../soc_utils/instmem.bin",mem);
    end
    always_ff @(posedge clk) begin
        if (port1_we_i)
            mem[port1_addr_i] <= port1_wdata_i;
        if (port2_we_i)
            mem[port2_addr_i] <= port2_wdata_i;
    end
    assign port1_rdata_o = mem[port1_addr_i];
    assign port2_rdata_o = mem[port2_addr_i];
    always_comb begin
        if(port1_req_i)
            port1_gnt_o = 1'b1;
        else
            port1_gnt_o = 1'b0;
        if(port2_req_i)
            port2_gnt_o = 1'b1;
        else
            port2_gnt_o = 1'b0;
    end
    always_ff @(posedge clk, negedge rst_n)
        if (rst_n == 1'b0) begin
          port1_rvalid_o <= 1'b0;
          port2_rvalid_o <= 1'b0;
        end else begin
          port1_rvalid_o <= port1_gnt_o;
          port2_rvalid_o <= port2_gnt_o;
        end
    assign mem_flag = mem[0];
    assign mem_result = mem[4];
endmodule
[./run.sh]
#!/bin/bash
# OpenROAD 26Q1-2900-gdf79404cd8, Yosys 0.63+post, stock flow scripts
make -C /OpenROAD-flow-scripts/flow DESIGN_CONFIG=/design/flow/config.mk WORK_HOME=/design/flow/orfs finish
[./config.mk]
export PLATFORM = sky130hd
export DESIGN_NAME = dp_ram
export DESIGN_NICKNAME = dp_ram
export VERILOG_FILES = /design/flow/design.v
export SDC_FILE = /design/flow/constraint.sdc
export NUM_CORES = 4
export LEC_CHECK = 1
export CORE_UTILIZATION = 30
export SYNTH_HDL_FRONTEND = slang
export SYNTH_MEMORY_MAX_BITS = 65536
[./constraint.sdc]
current_design dp_ram

set clk_period 68.8
set clk_io_pct 0.2

create_clock -name clk0 -period $clk_period [get_ports {clk}]

set non_clock_inputs [all_inputs -no_clocks]
set_input_delay [expr $clk_period * $clk_io_pct] -clock clk0 $non_clock_inputs
set_output_delay [expr $clk_period * $clk_io_pct] -clock clk0 [all_outputs]
==> results.rst <==
Flow metrics
------------

.. list-table::
   :header-rows: 1

   * - Metric
     - Value
   * - Result of the run
     - finished, final reports clean
   * - Number of distinct library cell variants in the gate-level netlist after synthesis
     - 30
   * - Critical path fanouts, max
     - 52
   * - Slowest stage cell, crit path
     - sky130_fd_sc_hd__o41ai_2
   * - Post-route minimum period
     - 36530 ps
   * - Final Hold Vio Count
     - 0
   * - Vias in the first global route
     - roughly 330k
   * - Post-CTS setup-driven buffer insertion count
     - 0
   * - Final RePlAce weighted congestion
     - approximately 1.0
   * - PwrDens
     - 21.8 mW/mm²
   * - Cell count after synthesis
     - 28700
   * - Chip area in the Yosys report
     - around 0.47 mm²
   * - Synthesized flop and latch total
     - about 8200
   * - Highest attainable clock frequency
     - 0.0274 GHz
   * - Type of destination of the critical path
     - output pin
   * - Proportion of layout cells with a drive suffix above 1
     - 56.5%
   * - Maximum clock insertion buffer count
     - 5
   * - Area Overhead vs Synth
     - 13.6%
   * - Core area
     - 1.58 mm²
   * - RSZ-0062 raised after global routing
     - false
   * - Most common cell after layout, fill and taps aside
     - sky130_fd_sc_hd__edfxtp_1
   * - Top flip-flop cell by instance count after synthesis
     - sky130_fd_sc_hd__edfxtp_1
   * - Sum of negative setup slack
     - 0 ps
   * - Ordered list of cells on the worst path
     - buf_16, buf_4, buf_4, buf_4, buf_4, buf_4, buf_4, buf_4, mux4_2, a22oi_1, a21oi_1, buf_4, o41ai_2, nand4_1, buf_4, clkdlybuf4s50_1
   * - Number of antenna-violating nets in the routed design
     - 0
   * - Worst slew margin relative to its limit
     - 4.86%
   * - Cell seen most often among critical-path stages
     - sky130_fd_sc_hd__buf_4
   * - TritonCTS buffer count
     - 912
   * - Final Setup Violations
     - 0
   * - Arrival time of data at the critical path endpoint
     - between 20000 and 25000 ps
   * - WL final
     - between 2000 and 2500 mm
   * - Vertical die dimension
     - ~1.3 mm
   * - Via count
     - ~310k
   * - Maximum level of the CTS H-tree
     - 6
   * - Maximum number of pins on one net before global-route repair
     - 92
   * - Post-synthesis instance area
     - 0.474 mm²
   * - Post-detailed-route wirelength per cell
     - 41.9 µm
   * - Share of flip-flops with an asynchronous set or reset after synthesis
     - less than 1%
   * - Worst path buffer plus inverter count
     - 11
   * - Portion of the post-synthesis area used by sequential elements
     - 51.9%
   * - Tally of max-capacitance violations
     - 0
   * - Slew @ Worst Pin
     - 1430 ps
   * - Detailed placer's ending HPWL
     - 1310 mm
   * - Commonest cells after routing, fill and taps aside
     - 8192 x sky130_fd_sc_hd__edfxtp_1, 7779 x sky130_fd_sc_hd__mux2_2, 4096 x sky130_fd_sc_hd__mux4_2, 2149 x sky130_fd_sc_hd__buf_4, 2048 x sky130_fd_sc_hd__a22oi_1
   * - Total number of warnings across the stage logs
     - 75
   * - Total routing resource utilization after global routing
     - 27.5%
   * - Post-synthesis cell count from yosys
     - 28700
   * - Max VDD drop
     - 0.0250 mV
   * - Port-buffer cells
     - around 220
   * - Kind of cell with the highest combined delay on the critical path
     - buffers and inverters
   * - Final Power
     - ~12 mW
   * - Critical path required time
     - 55040 ps
   * - Placement row count
     - about 460
   * - Mapped Avg Cell Area
     - ~17 µm²
   * - Post-CTS resize count
     - 0
   * - DRC
     - 0
   * - Fraction of the core area occupied by cells at floorplan
     - between 30% and 40%
   * - Hold WC Path Type
     - in -> async
   * - Horizontal extent of the die
     - 1.26 mm
   * - Final critical-path share of the clock period
     - between 50% and 60%
   * - Depth of the critical timing path with buffers and inverters included
     - 16
   * - # clock sinks
     - 8194
   * - Worst Path Class, Setup
     - in -> out
   * - Starting DRC count in detailed routing
     - ~24000
   * - Vias per Instance
     - 6.11
   * - Clk slew on worst S/H paths
     - 60 ps
   * - Grt total ovfl
     - 0
   * - Leakage
     - 164 nW
   * - Chip area
     - 1.59 mm²
   * - Initial antenna violation count
     - 215
   * - Synthesis Warnings
     - 0
   * - CTS Root Buffer Type
     - sky130_fd_sc_hd__clkbuf_16
   * - Clock tree from TritonCTS
     - done
   * - EDFF count, synth
     - 8192
   * - Slowest Stage Delay on Critical Path
     - around 840 ps
   * - Launching element type of the critical path
     - input pin
   * - Number of slew-limit violations in the final report
     - 0
   * - Hold buffers post-CTS
     - 0
   * - Wire length of the first global-routing pass
     - 2800 mm
   * - 1st-pass router iterations
     - 8
   * - Number of primary I/O pins
     - 266
sequential cells by signal (all words and copies together) (netlist names):
name,cells
port1_rvalid_o,1
mem,8192
port2_rvalid_o,1
area by class of cell:
cell class,count,area (µm²)
fillers,147000,1040000
flip-flops and latches,8194,246000
multi-input cells,16300,218000
well taps,21100,26400
clock buffers,1175,24000
repair buffers,2404,19400
clock inverters,478,3930
diodes,249,623
inverters,1,3.75
per-layer routing:
| metal | vias to the layer above | global-route usage (%) | wire (µm) |
|---|---|---|---|
| met2 | 25600 | 36.6 | 871000 |
| met3 | 5669 | 25.0 | 429000 |
| met4 | 331 | 19.7 | 192000 |
| met1 | 155000 | 25.3 | 579000 |
| li1 | 118000 | - | - |
| met5 | - | 10.3 | 17500 |
cell usage after synthesis, types with 6 or more instances:
master	count	share of area [%]
sky130_fd_sc_hd__mux2_1	413	0.98
sky130_fd_sc_hd__mux2_2	7779	18
sky130_fd_sc_hd__o21ai_0	60	0.063
sky130_fd_sc_hd__a21oi_1	1024	1.1
sky130_fd_sc_hd__nand2b_1	12	0.016
sky130_fd_sc_hd__nand2_1	129	0.10
sky130_fd_sc_hd__mux4_2	4096	19
sky130_fd_sc_hd__o22ai_1	196	0.26
sky130_fd_sc_hd__o41ai_1	256	0.47
sky130_fd_sc_hd__nor2b_1	12	0.016
sky130_fd_sc_hd__clkbuf_1	2805	2.2
sky130_fd_sc_hd__nand4_1	64	0.084
sky130_fd_sc_hd__edfxtp_1	8192	52
sky130_fd_sc_hd__nand3_1	7	0.0074
sky130_fd_sc_hd__buf_2	1081	1.1
sky130_fd_sc_hd__buf_4	84	0.13
sky130_fd_sc_hd__and2_1	6	0.0079
sky130_fd_sc_hd__a22oi_1	2048	3.2
sky130_fd_sc_hd__buf_6	18	0.043
sky130_fd_sc_hd__buf_1	198	0.16
sky130_fd_sc_hd__nor2_1	215	0.17
report_power, final:
| group | total [mW] | switching [mW] | internal [mW] |
|---|---|---|---|
| registers | 5.52 | 0.00863 | 5.51 |
| logic | 1.45 | 0.916 | 0.532 |
| clock network | 4.76 | 2.14 | 2.62 |
per-stage QoR:
stage	worst slack [ps]	cells	area [µm²]	hold slack, ps	util [%]
CTS	32420	49700	538000	12570	34.2
global placement	32380	48000	510000	13930	32.4
global route	31880	49800	539000	12620	34.2
finish	32270	49900	539000	12630	34.2
detailed placement	32430	48000	510000	13930	32.4
floorplan	39330	28700	474000	13460	-
worst max-delay path by stage:
stage	start	end
4_1_cts	port2_addr_i[0]	port2_rdata_o[20]
5_1_grt	port2_addr_i[0]	port2_rdata_o[20]
6_report	port2_addr_i[0]	port2_rdata_o[20]
kinds of logic after synthesis:
| kind of cell | after synthesis | share of synthesized area (%) |
|---|---|---|
| AND/OR/NAND/NOR | 466 | 0.434 |
| buffers and inverters | 4187 | 3.69 |
| flip-flops | 8194 | 51.9 |
| multiplexers | 12300 | 38.9 |
| AND-OR/OR-AND | 3584 | 5.12 |
Power and IR drop assume default switching activity.
